File: config.mk
export PLATFORM = sky130hd
export DESIGN_NAME = PriorityEncoder
export DESIGN_NICKNAME = PriorityEncoder
export VERILOG_FILES = /design/flow/design.v
export SDC_FILE = /design/flow/constraint.sdc
export NUM_CORES = 4
export LEC_CHECK = 1
export CORE_UTILIZATION = 50
File: design.v
module PriorityEncoder(
			input [32:0] fra_sub,
			input [7:0] exp1,
			output reg [32:0] sub_diff,
			output [7:0] exp_sub,
			output GuardBit,
			output RoundBit
			);
reg [4:0] shift;
always @(fra_sub)
begin
	casex (fra_sub)
		33'b1_1xxx_xxxx_xxxx_xxxx_xxxx_xxxx_xxxx_xxxx :	
		begin
			sub_diff = fra_sub;
			shift = 5'd0;
		end
		33'b1_01xx_xxxx_xxxx_xxxx_xxxx_xxxx_xxxx_xxxx : 	
		begin						
			sub_diff = fra_sub << 1;
			shift = 5'd1;
		end
		33'b1_001x_xxxx_xxxx_xxxx_xxxx_xxxx_xxxx_xxxx : 	
		begin						
				sub_diff = fra_sub << 2;
					shift = 5'd2;
			end
		33'b1_0001_xxxx_xxxx_xxxx_xxxx_xxxx_xxxx_xxxx : 	
		begin 							
				sub_diff = fra_sub << 3;
					shift = 5'd3;
			end
		33'b1_0000_1xxx_xxxx_xxxx_xxxx_xxxx_xxxx_xxxx : 	
		begin						
				sub_diff = fra_sub << 4;
				shift = 5'd4;
				end
		33'b1_0000_01xx_xxxx_xxxx_xxxx_xxxx_xxxx_xxxx : 	
		begin						
				sub_diff = fra_sub << 5;
				shift = 5'd5;
				end
		33'b1_0000_001x_xxxx_xxxx_xxxx_xxxx_xxxx_xxxx : 	
		begin						 
				sub_diff = fra_sub << 6;
				shift = 5'd6;
				end
		33'b1_0000_0001_xxxx_xxxx_xxxx_xxxx_xxxx_xxxx : 	
		begin						 
				sub_diff = fra_sub << 7;
				shift = 5'd7;
				end
		33'b1_0000_0000_1xxx_xxxx_xxxx_xxxx_xxxx_xxxx : 	
		begin						 
				sub_diff = fra_sub << 8;
				shift = 5'd8;
				end
		33'b1_0000_0000_01xx_xxxx_xxxx_xxxx_xxxx_xxxx : 	
		begin						 
				sub_diff = fra_sub << 9;
				shift = 5'd9;
				end
		33'b1_0000_0000_001x_xxxx_xxxx_xxxx_xxxx_xxxx : 	
		begin						 
				sub_diff = fra_sub << 10;
				shift = 5'd10;
				end
		33'b1_0000_0000_0001_xxxx_xxxx_xxxx_xxxx_xxxx : 	
		begin						 
				sub_diff = fra_sub << 11;
				shift = 5'd11;
				end
		33'b1_0000_0000_0000_1xxx_xxxx_xxxx_xxxx_xxxx : 	
		begin						 
				sub_diff = fra_sub << 12;
				shift = 5'd12;
				end
		33'b1_0000_0000_0000_01xx_xxxx_xxxx_xxxx_xxxx : 	
		begin						 
				sub_diff = fra_sub << 13;
				shift = 5'd13;
				end
		33'b1_0000_0000_0000_001x_xxxx_xxxx_xxxx_xxxx : 	
		begin						 
				sub_diff = fra_sub << 14;
				shift = 5'd14;
				end
		33'b1_0000_0000_0000_0001_xxxx_xxxx_xxxx_xxxx : 	
		begin						 
				sub_diff = fra_sub << 15;
				shift = 5'd15;
				end
		33'b1_0000_0000_0000_0000_1xxx_xxxx_xxxx_xxxx : 	
		begin						 
				sub_diff = fra_sub << 16;
				shift = 5'd16;
				end
		33'b1_0000_0000_0000_0000_01xx_xxxx_xxxx_xxxx : 	
		begin						 
				sub_diff = fra_sub << 17;
					shift = 5'd17;
			end
		33'b1_0000_0000_0000_0000_001x_xxxx_xxxx_xxxx : 	
		begin						 
				sub_diff = fra_sub << 18;
				shift = 5'd18;
				end
		33'b1_0000_0000_0000_0000_0001_xxxx_xxxx_xxxx : 	
		begin						 
				sub_diff = fra_sub << 19;
				shift = 5'd19;
			end
		33'b1_0000_0000_0000_0000_0000_1xxx_xxxx_xxxx :	
		begin						 
				sub_diff = fra_sub << 20;
				shift = 5'd20;
			end
		33'b1_0000_0000_0000_0000_0000_01xx_xxxx_xxxx : 	
		begin						 
				sub_diff = fra_sub << 21;
				shift = 5'd21;
				end
		33'b1_0000_0000_0000_0000_0000_001x_xxxx_xxxx : 	
		begin						 
				sub_diff = fra_sub << 22;
				shift = 5'd22;
				end
		33'b1_0000_0000_0000_0000_0000_0001_xxxx_xxxx : 	
		begin						 
				sub_diff = fra_sub << 23;
				shift = 5'd23;
				end
		33'b1_0000_0000_0000_0000_0000_0000_xxxx_xxxx : 	
		begin						 
				sub_diff = fra_sub << 24;
					shift = 5'd24;
			end
		default : 	begin
						sub_diff = (~fra_sub) + 1'b1;
						shift = 5'd0;
					end
	endcase
end
assign exp_sub = exp1 - shift;
endmodule
File: constraint.sdc
current_design PriorityEncoder

set clk_period 9.6
set clk_io_pct 0.2

create_clock -name clk0 -period $clk_period

set non_clock_inputs [all_inputs -no_clocks]
set_input_delay [expr $clk_period * $clk_io_pct] -clock clk0 $non_clock_inputs
set_output_delay [expr $clk_period * $clk_io_pct] -clock clk0 [all_outputs]
File: run.sh
#!/bin/bash
# OpenROAD 26Q1-2900-gdf79404cd8, Yosys 0.63+post, stock flow scripts
make -C /OpenROAD-flow-scripts/flow DESIGN_CONFIG=/design/flow/config.mk WORK_HOME=/design/flow/orfs finish
==> impl_metrics.yaml <==
# synthesis and place-and-route metrics
setup_path:
  start_kind: "input pin"
  crit_path_end_kind: "primary output"
  worstPathArrival_ns: 6.81
  cp_max_fo: 20
  path_class: "in -> out"
  crit_slowest_cell: "clkdlybuf4s50_1"
  cp.required_ns: 7.68
  crit_path_max_incr_delay_ns: 0.86
  setup.worst_path.start: "fra_sub[22]"
  path_cells: "clkdlybuf4s50_1, nor3_2, nand2_1, buf_4, nor2_1, nand2_1, nand3_1, nor4_1, and3_1, ha_1, nor2b_1, o21ai_0, nand2b_1, a21o_1, a21o_1, nor3_1, xor2_1, clkdlybuf4s50_1"
min_path:
  hold_path_depth: 3
  hp-class: "in -> out"
  min_from: "exp1[7]"
finish:
  drive_gt1_share_pct: 8.33
  fin_area_sq_um: 5860
  comb_area_sq_um: 4430
  area_growth_pct: 17.6
  final_cell_mix: "117 x nand2_1, 81 x clkdlybuf4s50_1, 74 x a22oi_1"
  fillCellCount: 956
  layoutNonFillerInstCount: 961
  clock_buffers: 0
  seq_cell_count: 0
  ff_latch_area_sq_um: 0
  mostFrequentLayoutCell: "nand2_1"
floorplanning:
  die_area_sq_um: 10400
  core-area_sq_um: 9730
  io_pins: 84
  die_h_um: 102
  die_w_um: 102
  floorplan.core_util_pct: 51.2
  fp-row-count: 36
routing:
  wirelength_mm: 26.4
  via_count: 7458
  vias_per_cell: 7.76
  dr.pass1.iters: 8
  avgRoutedWirePerCell_um: 27.5
  drt_iter0_drc: 1281
  drc: 0
  antenna_cells: 0
  final_antenna_net_count: 0
sta:
  rsz0062_at_grt: "no"
  clock.fmax_mhz: 115
  tns_ns: 0
  slew_headroom_pct: 28.0
  tightest_slew_ns: 1.05
  fin_crit_sh_pct: 90.9
  slew_viol_final: 0
  finalSetupViolCount: 0
  timing_hold_violations_final: 0
  fin_crit_ns: 8.73
global_route:
  grt_max_degree: 57
  gr-total-overflow: 0
  grt_pass1_wl_mm: 39.2
  grt_pass1_vias: 6439
  antenna_found_initial: 2
  grt_usage_pct: 51.0
placed_design:
  dp_cells: 961
  numPortBuffers: 82
  gp_congestion: 1.12
  placed_area_sq_um: 5860
  dp_hpwl_mm: 17.0
logic_synthesis:
  ys_chip_area_sq_um: 4990
  ys_seq_share_pct: 0
  synth.avg_cell_area_sq_um: 6.05
  syn_inst: 824
  ys_cells: 824
  syn-cell-area_sq_um: 4990
  ys_types: 69
  yosysWarnings: 3
power_and_ir_drop:
  p_per_area_nw_per_um2: 41.0
  leakage_nw: 1.99
  ir_drop_mv: 0.0453
run:
  drv_cap: 0
  warnings: 33
cts:
  hold_buffers: 0
  post_cts.repair.setup_buffers: 0
  cts_resized: 0
status:
  status: "finished clean"
stage by stage:
step                      hold WS [ns]  util (%)  power, mW  setup slack, ns
after detailed placement          4.77      60.2      0.230             1.05
final                             4.77      60.2      0.240            0.874
after floorplan                   3.87         -      0.128             2.70
after global routing              4.80      60.2      0.253            0.679
after CTS                         4.78      60.2      0.230             1.04
after global placement            4.77      60.2      0.227             1.15
critical path, delay by kind of cell:
kind                     cells  cell delay, ns
AND/OR/NAND/NOR             10            2.30
buffers and inverters        3            1.56
AND-OR/OR-AND                3            0.55
adder cells (fa/ha/maj)      1            0.27
XOR/XNOR                     1            0.18
per-layer routing:
metal / track usage, % / up-vias / share of wire [%]
met3: 17.5 / 187 / 17
met2: 71.4 / 798 / 40
met1: 69.4 / 3302 / 36
li1: - / 3169 / -
met4: 25.8 / 2 / 7.5
met5: 0 / - / 0.064
logic make-up after synthesis:
logic type | count (synthesis) | synth area share, %
other | 1 | 0.0752
buffers and inverters | 146 | 11.6
AND-OR/OR-AND | 323 | 48.3
XOR/XNOR | 35 | 6.15
multiplexers | 1 | 0.201
adder cells (fa/ha/maj) | 7 | 1.91
AND/OR/NAND/NOR | 311 | 31.8
cell usage after synthesis (8+ instances only):
cell type | instances | share of area, %
a222oi_1 | 16 | 3.2
o21ai_0 | 52 | 5.2
a32oi_1 | 10 | 1.8
nand2_1 | 117 | 8.8
nand3_1 | 29 | 2.9
o211ai_1 | 14 | 2.1
a221oi_1 | 37 | 6.5
buf_2 | 8 | 0.80
a22oi_1 | 74 | 11
a22o_1 | 21 | 3.7
nor4_1 | 11 | 1.4
xor2_1 | 17 | 3.0
a211oi_1 | 10 | 1.5
clkbuf_1 | 93 | 7.0
buf_1 | 26 | 2.0
xnor2_1 | 18 | 3.2
and3_1 | 12 | 1.5
nor3_1 | 20 | 2.0
a21oi_1 | 31 | 3.1
nor2b_1 | 20 | 2.5
nor2_1 | 44 | 3.3
nand4_1 | 9 | 1.1
inv_1 | 14 | 1.1
path summary, 6_finish.rpt:
| check | to | slack, ns |
|---|---|---|
| worst max-delay path | exp_sub[7] | 0.87 |
| worst min-delay path | exp_sub[7] | 4.77 |
report_power, final:
group	internal [mW]	switching, mW	total [mW]
Clock	0	0	0
Sequential	0	0	0
Combinational	0.104	0.137	0.240
Total	0.104	0.137	0.240
final cells by class:
cell class	instances	area share, %
inverter	15	0.961
multi-input combinational	679	75.6
tap	133	2.84
timing repair buffer	134	20.6
Power is estimated from default activity; no workload was simulated.

`./design.v`:
```
module FRegisterFile(
     input clk,
     input rst,
     input reg_write,
     input [4:0] rs1_addr,
     input [4:0] rs2_addr,
     input [4:0] WB_rd_addr,
     input [31:0] WB_rd_data,
     output reg [31:0] rs1_data,  
     output reg [31:0] rs2_data
);
reg [31:0] register[31:0];
assign rs1_data = register[rs1_addr] ;
assign rs2_data = register[rs2_addr] ;
integer i;
always_ff@(posedge clk or posedge rst) begin
     if(rst) begin
          for(i=0;i<32;i++)begin
               register[i]<=32'b0;
          end
     end
     else if(reg_write && WB_rd_addr!=5'b0)begin
          register[WB_rd_addr]<=WB_rd_data;
     end
end
endmodule
```
`./constraint.sdc`:
```
current_design FRegisterFile

set clk_period 11.0
set clk_io_pct 0.2

create_clock -name clk0 -period $clk_period [get_ports {clk}]

set non_clock_inputs [all_inputs -no_clocks]
set_input_delay [expr $clk_period * $clk_io_pct] -clock clk0 $non_clock_inputs
set_output_delay [expr $clk_period * $clk_io_pct] -clock clk0 [all_outputs]
```
`./run.sh`:
```
#!/bin/bash
# OpenROAD 26Q1-2900-gdf79404cd8, Yosys 0.63+post, stock flow scripts
make -C /OpenROAD-flow-scripts/flow DESIGN_CONFIG=/design/flow/config.mk WORK_HOME=/design/flow/orfs finish
```
`./config.mk`:
```
export PLATFORM = sky130hd
export DESIGN_NAME = FRegisterFile
export DESIGN_NICKNAME = FRegisterFile
export VERILOG_FILES = /design/flow/design.v
export SDC_FILE = /design/flow/constraint.sdc
export NUM_CORES = 4
export LEC_CHECK = 1
export CORE_UTILIZATION = 40
```
==> git commit body <==
Refresh implementation metrics

- Highest attainable clock frequency: 105 MHz
* Largest fanout on the critical path: 32
* Largest reg by FF count: register
* Routed wire length: 268000 µm
* Async S/R FF share, synth: 100%
- The post-synth count of flops with an enable pin is 0.
- The number of antenna violations at the first check in global routing came to 17.
- Clock sink count: 1024
- For this run, the total global-route usage over all layers was measured as 42.6%.
- Vertical die size: 360 µm
- Number of flip-flops in the largest register: 1024
- Clock transition at the register clock pins on the worst setup and hold paths after CTS: 0.06 ns
* OpenROAD warnings: 39
- Clock root buffer: clkbuf_16
- The commonest register cell is dfrtp_1.
- Final Setup Violations: 0
- The flow ran to the end, and the final reports show no timing, DRC or antenna violations.
- Initial drt markers: 6063
- Buffers added to address setup during post-CTS repair amount to 0.
- Remaining DRCs: 0
- The floorplan report gives the top-level pin count as 114.
- Routability cong.: 1.07
* Area growth syn-to-layout: 14.9%
- Starting utilization of the core area: 40.3%
- Width of the chip: 360 µm
* Total half-perimeter wirelength after legalization and detailed placement: 162000 µm
* Post-synthesis cell area: 51300 µm²
- Register-to-register setup slack: 10.10 ns
- Per the placement log, port buffering inserted 113 buffers.
- Count of pins over their slew limit: 0
- Register share after synthesis: 49.9%
* Remaining antenna violation count after routing: 0
- TritonCTS built the clock tree.
- For this run, the chip area from Yosys synthesis comes to 51300 µm².
* Pwr per Cell Area: 187 nW/µm²
- Cell leakage power: 25.7 nW
- The first global-routing pass estimated 366000 µm of wire.
- Yosys reports that the leading cell type by area covers 49.9% of the netlist area.
- Maxcap violations: 0
- The largest registers in the layout are register: 1024 flops.
* DR vias/cell: 7.27
- According to the floorplan report, the placeable core area is 128000 µm².
* Most used cells in the layout excluding fill and tap cells: 1024 x dfrtp_1, 996 x mux2_2, 751 x a22oi_1
* Worst IR drop on VDD: 129 µV
* Pin count of the biggest net entering global routing: 118
- Worst min path class: reg -> reg
- Period utilisation layout: 86.6%
- STA puts the critical path data arrival time at 7.33 ns.
- The worst path meets setup with 1.47 ns of slack.
* CP startpoint kind: input pin
- After detailed routing, the average wire length per cell comes to 43.4 µm.
- The library cell used most frequently in the layout, excluding fill and tap cells, is dfrtp_1.
* Number of distinct library cell variants in the gate-level netlist after synthesis: 66
* Number of cells in the yosys synthesis report: 4394
- Synth area leaders: dfrtp_1 50%, mux2_2 22%, a22oi_1 11%
- Number of warnings issued by yosys: 4
- The synthesis stat section lists a flop and latch total of 1024.
- Worst endpoint required time: 8.80 ns
- STA classifies the critical path endpoint as an output port.
- Area of the die: 130000 µm²
- The clock arrives with 0 ns of skew.
* Global route overflow: 0
- Worst max-slew margin expressed relative to the limit: 18.8%
- Hold-fix buffers, CTS: 0
- Pre-antenna DRT Iters: 24
- Classification of the worst setup path: in -> out
* Number of hold violations in the final report: 0
- At the pin with the least slew margin, the transition time is 1.21 ns.
* Tmin final: 9.53 ns
* Source-to-sink clock delay at the later pin of the worst-skew pair: 0.74 ns
- Post-route core utilization: 46.3%
* Post-Syn Area per Cell: 11.7 µm²
- Routed via count: 44800
* Post-CTS sizing: 0
- Layout fillers: 11400
- Layout cells sized above 1: 34.2%
- Rows: 131
- Per the CTS log, the maximum H-tree level is 3.
- Cell taking the most area after synthesis: dfrtp_1
- Count of mapped cells out of synthesis: 4394
- Counting the buffers created by CTS gives 112.
- Setup repair after global routing left no endpoint under its margin.
- The longest clock path from root to sink contains 3 buffers.
- Vias in the first global route: 43900
- Post-Place Setup Slack: 1.90 ns
[path summary, 6_finish.rpt]
check	startpoint	cells past startpoint	end
setup / recovery	rs2_addr[1]	10	rs2_data[31]
hold / removal	register[0][16]$_DFFE_PP0P_	0	register[0][16]$_DFFE_PP0P_
setup reg to reg	register[15][29]$_DFFE_PP0P_	1	register[15][29]$_DFFE_PP0P_
hold reg to reg	register[0][16]$_DFFE_PP0P_	0	register[0][16]$_DFFE_PP0P_
max in group asynchronous	rst	5	register[2][22]$_DFFE_PP0P_
min in group asynchronous	rst	2	register[30][4]$_DFFE_PP0P_
[through the flow]
step                instance area, µm²  hold WS (ns)  cells   TNS, ns  power, mW
floorplan                        51400         0.451   4394  -5441.47       5.95
global placement                 54800         0.390   5940         0       6.71
detailed placement               54800         0.389   5940         0       6.74
CTS                              59000         0.404   6153         0       11.0
global route                     59000         0.412   6153         0       11.3
finish                           59000         0.401   6164         0       11.0
[report_power, final]
part,switching (mW),internal (mW)
registers,0.734,4.47
clock network,1.69,2.60
logic,0.746,0.804
total,3.17,7.87
[Yosys cell counts (4+ instances only)]
| master | count |
|---|---|
| a2111oi_0 | 10 |
| a211oi_1 | 10 |
| a21oi_1 | 84 |
| a221o_1 | 5 |
| a221oi_1 | 26 |
| a222oi_1 | 22 |
| a22o_1 | 35 |
| a22oi_1 | 751 |
| a2bb2oi_1 | 9 |
| a31oi_1 | 21 |
| a32oi_1 | 17 |
| and2_1 | 7 |
| and3_1 | 15 |
| and4_1 | 4 |
| buf_1 | 48 |
| buf_2 | 188 |
| buf_4 | 20 |
| buf_6 | 5 |
| clkbuf_1 | 195 |
| dfrtp_1 | 1024 |
| inv_1 | 7 |
| mux2_1 | 9 |
| mux2_2 | 996 |
| mux2i_1 | 45 |
| nand2_1 | 252 |
| nand2b_1 | 21 |
| nand3_1 | 52 |
| nand3b_1 | 9 |
| nand4_1 | 101 |
| nor2_1 | 155 |
| nor2_2 | 18 |
| nor2_4 | 4 |
| nor2b_1 | 12 |
| nor3_1 | 55 |
| nor3b_1 | 4 |
| nor4_1 | 35 |
| o211ai_1 | 4 |
| o21ai_0 | 30 |
| o22ai_1 | 12 |
| o311ai_0 | 4 |
| o31ai_1 | 4 |
| o32a_1 | 14 |
| or3_1 | 8 |
| or3b_1 | 6 |
| or4_1 | 4 |
[critical path, cell delays in order]
cell and delay (ns):
buf_4 0.46, buf_4 0.61, nand3b_1 0.83, nor2_4 1.10
buf_4 0.58, a21oi_1 0.17, nand4_1 0.12, nor2_1 0.05
a31oi_1 0.50, clkdlybuf4s50_1 0.58
[logic make-up (layout without fill, tap and decap cells)]
family	after synthesis	in the layout	share of synthesized area (%)
multiplexers	1052	1052	23.0
AND-OR/OR-AND	1077	1077	15.6
buffers and inverters	463	560	4.06
other	0	11	0
flip-flops	1024	1024	49.9
AND/OR/NAND/NOR	778	778	7.42
[final cells by class]
| type | instances | area [µm²] | share of cell area, % |
|---|---|---|---|
| multi-input cells | 2907 | 24200 | 41.0 |
| clock buffers | 152 | 3230 | 5.47 |
| flip-flops and latches | 1024 | 25600 | 43.4 |
| repair buffers | 340 | 2860 | 4.85 |
| diodes | 11 | 27.5 | 0.0466 |
| well taps | 1662 | 2080 | 3.52 |
| inverters | 7 | 30.0 | 0.0509 |
| clock inverters | 61 | 966 | 1.64 |
[per-layer routing]
metal,track usage [%],part of all wire [%]
met1,53.7,35
met2,54.7,39
met3,27.7,18
met4,24.9,8.3
met5,2.48,0.25
Power and IR drop assume default switching activity.
